==> ./design.v <==
module DSP(A, B, C, D, clk, rst_n, P);
parameter OPERATION = "ADD";
input  [17:0] A, B, D;
input  [47:0] C;
input clk, rst_n;
output reg  [47:0] P;
reg  [17:0] A_reg_stg1, A_reg_stg2, B_reg, D_reg, adder_out_stg1, adder_out_stg2;
reg  [47:0] C_reg, mult_out;
always @(posedge clk or negedge rst_n) begin
	if (!rst_n) begin
		 A_reg_stg1 <= 0;
		 A_reg_stg2 <= 0;
		 B_reg <= 0;
		 D_reg <= 0;
		 adder_out_stg1 <= 0; 
		 mult_out <= 0;
		 P <= 0;
	end
	else begin
		A_reg_stg1 <= A;
		A_reg_stg2 <= A_reg_stg1;
		B_reg <= B;
		C_reg <= C;
		D_reg <= D; 
		adder_out_stg2 <= adder_out_stg1; 
		if (OPERATION == "ADD") begin
			adder_out_stg1 <= D_reg + B_reg;
			P <= mult_out + C_reg;
		end
		else if (OPERATION == "SUBTRACT") begin
			adder_out_stg1 <= D_reg - B_reg;
			P <= mult_out - C_reg;
		end
		mult_out <= A_reg_stg2 * adder_out_stg2;
	end
end
endmodule
==> ./run.sh <==
#!/bin/bash
# OpenROAD 26Q1-2900-gdf79404cd8, Yosys 0.63+post, stock flow scripts
make -C /OpenROAD-flow-scripts/flow DESIGN_CONFIG=/design/flow/config.mk WORK_HOME=/design/flow/orfs finish
==> ./config.mk <==
export PLATFORM = sky130hd
export DESIGN_NAME = DSP
export DESIGN_NICKNAME = DSP
export VERILOG_FILES = /design/flow/design.v
export SDC_FILE = /design/flow/constraint.sdc
export NUM_CORES = 4
export LEC_CHECK = 1
export CORE_UTILIZATION = 30
==> ./constraint.sdc <==
current_design DSP

set clk_period 9.4
set clk_io_pct 0.2

create_clock -name clk0 -period $clk_period [get_ports {clk}]

set non_clock_inputs [all_inputs -no_clocks]
set_input_delay [expr $clk_period * $clk_io_pct] -clock clk0 $non_clock_inputs
set_output_delay [expr $clk_period * $clk_io_pct] -clock clk0 [all_outputs]
==> results.toml <==
# flow metrics
[outcome]
status = "finished, final reports clean"

[global_routing]
globalRouteTotalUtil = 0.146
grt_pass1_vias = 13900
grt_pass1_wl_um = 73500
grt_max_degree = 60
antenna_found_initial = 1
grt_overflow = 0

[min_path]
hold_path_depth = 0
min_from = "A_reg_stg1[17]"
holdPathEnd = "A_reg_stg2[17]"
hold_path.class = "flop to flop"

[synth]
async_flop_share = 0.725
flop_cell = "dfrtp_1"
yosys_area_mm2 = 0.0198
synth-edff-count = 66
ys_sh_mux = 0
netlist_instances = 1873
yosysTopAreaCellShare = 0.261
topCombFamilyByArea = "adder cells"
synthSimpleGateAreaFrac = 0.123
synth_top_cell_by_area = "fa_1"
topCellsByArea = "fa_1, dfrtp_1, ha_1"
aoi_share = 0.0803
synthAdderAreaFrac = 0.364
yosys_warnings = 1
synth.distinct_cells = 59
ys_seq_frac = 0.320
syn_area_mm2 = 0.0198
yosys_cells = 1873
ys_sh_xor = 0.0399
ys_ff = 240
avgSynthCellArea_um2 = 10.6

[die]
die_h_um = 259
core_mm2 = 0.0648
die_w_um = 259
fp_util = 0.305
std_cell_rows = 93
pin_count = 152
die-area_mm2 = 0.0669

[layout]
design_area_mm2 = 0.0233
layout-drive-gt1-share = 0.0390
syn_to_final_growth_pct = 18.0
final_util = 0.360

[cts]
htree_levels = 1
numCtsBuffers = 31
cts_tree = "built"
cts_setup_buffers = 0
cts_buffer_depth = 3
postCtsHoldBufs = 0
root_buffer = "clkbuf_16"
cts-resized-gates = 0
clock_latency_ps = 570
clk_pin_slew_worst_paths_ps = 60
clock_sinks = 240

[detailed_routing]
vias = 12900
firstDrtPassIters = 4
routed_via_density = 4.47
drc = 0
ant_nets = 0
drt_iter0_drc = 525
wl_um = 44800
wl_per_cell_um = 15.6

[sta]
finalSetupViolCount = 0
finalClockPeriodUsage = 0.689
rsz0062_at_grt = "false"
tns_ps = 0
clock_skew_ps = 14.1
hold_viol_final = 0
slew_violations = 0
clock.fmax_mhz = 154
min_period_ps = 6480
relSlewSlack = 0.398
layout_setup_ws_ps = 2920
worstMarginPinSlew_ps = 893

[placed_design]
dp_worst_setup_slack_ps = 2930
port_buffers = 151
routabilityCongestion = 0.939
place_area_mm2 = 0.0222
post-dp-hpwl_um = 35200

[worst_setup_path]
cp_slowest_stage_delay_ps = 850
end_kind = "flop"
critical_path_class = "flop to flop"
cpMostUsedCell = "fa_1"
worstSetupStartpointType = "flop"
r2r_start = "adder_out_stg2[9]"
r2r_slack_ps = 2920
timing.rr.end = "mult_out[35]"
worst-endpoint-arrival_ps = 6970
worstPathBufferInverterCount = 5
crit_family = "adder cells"
crit_fanout = 18
crit_required_ps = 9890
cpMaxStageDelayCell = "edfxtp_1"
crit_path_cell_trace = "nand2_1 -> fa_1 -> inv_1 -> fa_1 -> inv_1 -> fa_1 -> inv_1 -> fa_1 -> fa_1 -> inv_1 -> fa_1 -> inv_1 -> ha_1 -> nand3_1 -> nor4_1 -> o211ai_1 -> o211ai_1 -> o21ai_2 -> o311a_1 -> o21bai_1 -> xnor2_1"
reg2regPathDepth = 21

[run]
warnings = 25
max_cap_viol_count = 0
[cells by family (layout without fill, tap and decap cells)]
logic type / count (synthesis) / in the layout
xor+xnor: 90 / 90
buf+inv: 376 / 529
fa+ha+maj: 421 / 421
compound gates: 241 / 241
other cells: 0 / 1
flops: 240 / 240
simple gates: 505 / 505
[Yosys cell counts (all sizes together), types with 40 or more instances]
master and number:
a21oi 68, and2 137, clkbuf 54, dfrtp 174, edfxtp 66, fa 258
ha 163, inv 312, nand2 237, nor2 40, o21ai 53, xnor2 63
[metrics by stage]
step	hold slack [ps]	std cells
floorplan	331	1873
global placement	335	2823
detailed placement	335	2823
CTS	334	2881
global route	354	2882
finish	332	2882
[final cells by class]
cell class | count | area (um^2)
diodes | 1 | 2.50
clock buffers | 43 | 891
clock inverters | 15 | 270
fillers | 6213 | 41500
inverters | 312 | 1170
multi-input cells | 1257 | 12000
flip-flops and latches | 240 | 6340
well taps | 855 | 1070
repair buffers | 159 | 1580
[placed cells by master (no fill, tap or decap), drive strengths merged, types with 3 or more instances in the layout]
cell           synthesis  routed
clkinv                 0       3
a31oi                  5       5
fa                   258     258
a211oi                13      13
clkdlybuf4s50          0     150
o21a                  15      15
a21o                  38      38
edfxtp                66      66
a21oi                 68      68
xnor2                 63      63
buf                   10       9
or3                    7       7
nor2                  40      40
nand3                 19      19
xor2                  27      27
nand2                237     237
o21bai                 8       8
a31o                   3       3
nand4                 13      13
nand2b                 6       6
nor2b                  6       6
o2111ai                5       5
and3                  11      11
ha                   163     163
nor3                  20      20
and2                 137     137
o31ai                  3       3
o211ai                10      10
or2                    4       4
bufinv                 0       7
dfrtp                174     174
o21ai                 53      53
inv                  312     316
clkbuf                54      43
[worst max-delay path by stage]
stage / endpoint / startpoint / slack (ps) / depth (start not counted)
finish: mult_out[35] / adder_out_stg2[9] / 2920 / 21
global route: mult_out[35] / adder_out_stg2[9] / 2640 / 21
CTS: mult_out[35] / adder_out_stg2[9] / 2900 / 21
[per-layer routing]
layer  part of all wire  GRT usage  vias up
met3              0.097     0.0613       70
met2               0.44      0.216      436
met1               0.44      0.206     6161
met4              0.027     0.0321        0
li1                   -          -     6212
met5                  0          0        -
