**./run.sh**
```bash
#!/bin/bash
# OpenROAD 26Q1-2900-gdf79404cd8, Yosys 0.63+post, stock flow scripts
make -C /OpenROAD-flow-scripts/flow DESIGN_CONFIG=/design/flow/config.mk WORK_HOME=/design/flow/orfs finish
```
**./config.mk**
```make
export PLATFORM = sky130hd
export DESIGN_NAME = alsu
export DESIGN_NICKNAME = alsu
export VERILOG_FILES = /design/flow/design.v
export SDC_FILE = /design/flow/constraint.sdc
export NUM_CORES = 4
export LEC_CHECK = 1
export CORE_UTILIZATION = 30
```
**./constraint.sdc**
```tcl
current_design alsu

set clk_period 2.9
set clk_io_pct 0.2

create_clock -name clk0 -period $clk_period [get_ports {clk}]

set non_clock_inputs [all_inputs -no_clocks]
set_input_delay [expr $clk_period * $clk_io_pct] -clock clk0 $non_clock_inputs
set_output_delay [expr $clk_period * $clk_io_pct] -clock clk0 [all_outputs]
```
**./design.v**
```verilog
module alsu (
    A,
    B,
    cin,
    serial_in,
    red_op_A,
    red_op_B,
    opcode,
    bypass_A,
    bypass_B,
    clk,
    rst,
    direction,
    leds,
    out
);
  parameter INPUT_PRIORITY = "A";
  parameter FULL_ADDER = "ON";
  input clk, rst, red_op_A, red_op_B, bypass_A, bypass_B, direction, serial_in;
  input [2:0] opcode;
  input signed [2:0] A, B;
  input signed cin;
  output reg [15:0] leds;
  output reg signed [5:0] out;
  reg red_op_A_reg, red_op_B_reg, bypass_A_reg, bypass_B_reg, direction_reg, serial_in_reg;
  reg signed cin_reg;
  reg [2:0] opcode_reg;
  reg signed [2:0] A_reg, B_reg;
  wire invalid_red_op, invalid_opcode, invalid;
  assign invalid_red_op = (red_op_A_reg | red_op_B_reg) & (opcode_reg[1] | opcode_reg[2]);
  assign invalid_opcode = opcode_reg[1] & opcode_reg[2];
  assign invalid = invalid_red_op | invalid_opcode;
  always @(posedge clk or posedge rst) begin
    if (rst) begin
      cin_reg <= 0;
      red_op_B_reg <= 0;
      red_op_A_reg <= 0;
      bypass_B_reg <= 0;
      bypass_A_reg <= 0;
      direction_reg <= 0;
      serial_in_reg <= 0;
      opcode_reg <= 0;
      A_reg <= 0;
      B_reg <= 0;
    end else begin
      cin_reg <= cin;
      red_op_B_reg <= red_op_B;
      red_op_A_reg <= red_op_A;
      bypass_B_reg <= bypass_B;
      bypass_A_reg <= bypass_A;
      direction_reg <= direction;
      serial_in_reg <= serial_in;
      opcode_reg <= opcode;
      A_reg <= A;
      B_reg <= B;
    end
  end
  always @(posedge clk or posedge rst) begin
    if (rst) begin
      leds <= 0;
    end else begin
      if (invalid) leds <= ~leds;
      else leds <= 0;
    end
  end
  always @(posedge clk or posedge rst) begin
    if (rst) begin
      out <= 0;
    end else begin
      if (bypass_A_reg && bypass_B_reg) out <= (INPUT_PRIORITY == "A") ? A_reg : B_reg;
      else if (bypass_A_reg) out <= A_reg;
      else if (bypass_B_reg) out <= B_reg;
      else if (invalid) out <= 0;
      else begin
        case (opcode_reg)
          3'h0: begin
            if (red_op_A_reg && red_op_B_reg) out <= (INPUT_PRIORITY == "A") ? |A_reg : |B_reg;
            else if (red_op_A_reg) out <= |A_reg;
            else if (red_op_B_reg) out <= |B_reg;
            else out <= A_reg | B_reg;
          end
          3'h1: begin
            if (red_op_A_reg && red_op_B_reg) out <= (INPUT_PRIORITY == "A") ? ^A_reg : ^B_reg;
            else if (red_op_A_reg) out <= ^A_reg;
            else if (red_op_B_reg) out <= ^B_reg;
            else out <= A_reg ^ B_reg;
          end
          3'h2: begin
            if (FULL_ADDER == "ON") out <= A_reg + B_reg + cin_reg;
            else out <= A_reg + B_reg;
          end
          3'h3: out <= A_reg * B_reg;
          3'h4: begin
            if (direction_reg) out <= {out[4:0], serial_in_reg};
            else out <= {serial_in_reg, out[5:1]};
          end
          3'h5: begin
            if (direction_reg) out <= {out[4:0], out[5]};
            else out <= {out[0], out[5:1]};
          end
        endcase
      end
    end
  end
endmodule
```
==> writeup.txt <==
The total power per unit cell area came out at 529.2 mW/mm2. Leaving out fill and tap cells, the most frequent cells in the layout are sky130_fd_sc_hd__clkdlybuf4s50_1, sky130_fd_sc_hd__dfrtp_1, sky130_fd_sc_hd__nor2_1. sky130_fd_sc_hd__dfrtp_1 takes more of the synthesized area than any other cell.

The run gives 5 as the total clock buffers created by CTS. With the final routed wirelength across all metal layers at 4064 um, the peak per-stage delay on the critical path is 0.42 ns. The register with the most flip-flops was leds. Recorded from the global router log, the overflow total was 0.

The total cells reported by yosys after synthesis is 193. The run gives 0.0003210 V as the worst vdd rail ir drop. The report puts the cell count of the worst reg-to-reg path at 13. The mapped netlist covers 0.002047 mm2. Width of the chip: 84.60 um.

Summed over all routing layers, the global router reports a total usage of 12.59%. As logged by OpenROAD, the buffers inserted on ports number 39. The final tally of max-slew violations came out at 0. The logs give 1 for the yosys warning tally and 0 for the number of diodes added for antenna fixing. Insertion delay at the late pin of the worst-skew pair: 0.28 ns.

In this run, placement finished with an instance count of 313. Entering global routing, the biggest net connects 39 pins. The largest registers in the layout are leds x16, out x6. The area of the core was 0.006459 mm2; the number of nets with antenna violations after detailed routing was 0.

The main area contributors are sky130_fd_sc_hd__dfrtp_1, sky130_fd_sc_hd__ha_1, sky130_fd_sc_hd__fa_1. The endpoint of the most critical register-to-register path was out[5]$_DFFE_PP0P_. The share of the core filled with cells was 43.12%; the proportion of synthesized flip-flops having asynchronous set or reset was 100.0%.

According to the floorplan report, the die height is 84.60 um. The timing report shows that the slowest cell on the worst path is sky130_fd_sc_hd__fa_1. The number of flip-flops in the largest register works out to 16. Per STA, the worst path is made up of ha_2, inv_2, fa_1, fa_2, inv_2, ha_4, inv_2, fa_2, xor2_1, xnor2_1, xnor2_1, nand3_1, a31oi_1.

Critical path startpoint category: a register. The final critical-path share of the clock period works out to 96.78%. The logs give 2 for the H-tree level count and 0 for the number of endpoints with negative hold slack in the final report. According to the I/O placement log, the pin count is 40. In this run the register-to-register setup slack is 0.09 ns. Counting only logic cells after layout, the most numerous master is sky130_fd_sc_hd__clkdlybuf4s50_1. The run gives 1428 for the number of global-route vias before repair.

The final route contains 1500 vias. The startpoint of the worst hold path was leds[14]$_DFF_PP0_. The synthesized netlist has a Yosys-reported chip area of 0.002047 mm2.

TritonCTS reports the number of clock sinks as 38. The achievable clock frequency is 356.3 MHz, and the die area is 0.007157 mm2. Looking at the hold checks, the worst path lands on leds[14]$_DFF_PP0_. After detailed routing, the number of vias per cell comes to 4.644.

The placement summary gives the final routability congestion estimate as 0.8500. After detailed placement, the total cell area comes to 0.002577 mm2. The tools report the register share after synthesis as 46.45%.

TritonCTS built the clock tree. Counting distinct cell types in the post-synthesis netlist gives 41. The clock tree root buffer cell is sky130_fd_sc_hd__clkbuf_8. The most common cell type on the critical path is sky130_fd_sc_hd__inv_2. The tightest hold path in the finished design has a slack of 0.4225 ns. The clock input transition at the sequential cells of the worst setup and hold paths works out to 0.07 ns.

At the pin with the least slew margin, the transition time is 0.6552 ns. The first detailed-routing pass took 6 iterations. According to the hold report, the worst path is of the reg -> reg type.

With the post-place setup slack at 0.009676 ns, the mean instance size in the synthesized netlist is 10.61 um2. Setup repair after global routing could not meet its margin everywhere. The number of storage elements in the synthesis netlist is 38, and the first-pass GRT wire length is 7010 um. Summed over all cells, the static leakage comes to 0.001229 uW.

The logs give 3.10 ns for the required time of the critical path and 31.69% for the fraction of the core area occupied by cells at floorplan. The run finished with clean final reports. The count of library flops with an enable pin was 0. The share of Yosys cell area claimed by the top area cell type came out at 46.45%. The worst clock skew on the final layout is 0.006150 ns. The half-perimeter wire length of the detailed placement result is 3109 um, and the count of standard-cell rows is 29. With the count of warning messages emitted by the tools at 29, the worst-case headroom to the max-slew limit is 56.32%. Average wire per standard cell: 12.58 um.

The layout overhead on the synthesized area is 36.06%. The synthesized instance count was 193; the count of maximum capacitance violations was 0. Source of the worst register-to-register timing path: B_reg[1]$_DFF_PP0_.

After detailed routing, the number of remaining DRC violations is 0. In the setup report, the worst path falls into the class reg -> reg. The worst setup path is captured at a register. The final worst-path setup slack came out at 0.09338 ns. The OpenROAD report gives the critical path a data arrival time of 3.01 ns. With fillers left out, the area of the finished cells amounts to 0.002785 mm2.

The last timing report of the flow puts the setup violation total at 0. The tools report the initial antenna violation count as 0. The minimum clock period is 2.807 ns. The commonest register cell is sky130_fd_sc_hd__dfrtp_1.

With the DRC violation total after the first TritonRoute iteration at 96, the largest fanout on the critical path is 2. The finished layout holds 323 standard cells, fillers aside. The run gives 1 for the depth of the worst hold-timing path.

The maximum count of clock buffers along a single path is 2, and the share of cells above drive strength 1 is 15.04%.
## synthesized netlist by cell type (3+ instances only)
cell	count
sky130_fd_sc_hd__dfrtp_1	38
sky130_fd_sc_hd__inv_1	21
sky130_fd_sc_hd__nor2_1	21
sky130_fd_sc_hd__nand2_1	18
sky130_fd_sc_hd__ha_1	16
sky130_fd_sc_hd__a21oi_1	8
sky130_fd_sc_hd__fa_1	8
sky130_fd_sc_hd__o21ai_0	7
sky130_fd_sc_hd__buf_2	4
sky130_fd_sc_hd__mux2_2	4
sky130_fd_sc_hd__nor2b_1	4
sky130_fd_sc_hd__xor2_1	4
sky130_fd_sc_hd__a31oi_1	3
sky130_fd_sc_hd__nand3_1	3
## area by class of cell
type                    count  area [um2]
clock inverters             2       60.06
clock buffers               6       82.58
repair buffers             50       484.2
inverters                  21       82.58
multi-input cells         129        1028
fillers                   619        3674
flip-flops and latches     38       950.9
well taps                  77       96.34
## worst max path at each step
| stage | slack (ns) | startpoint | to | cells past startpoint |
|---|---|---|---|---|
| 4_1_cts | 0.04 | A_reg[1]$_DFF_PP0_ | out[5]$_DFFE_PP0P_ | 13 |
| 5_1_grt | -0.05 | B_reg[1]$_DFF_PP0_ | out[5]$_DFFE_PP0P_ | 13 |
| 6_report | 0.09 | B_reg[1]$_DFF_PP0_ | out[5]$_DFFE_PP0P_ | 13 |
## kinds of logic (layout without fill, tap and decap cells)
family	count (synthesis)	in the layout	share of synthesized area [%]
adders and majority gates	24	24	17.60
AOI/OAI and AO/OA	37	37	12.59
and+or+nand+nor	55	55	12.04
muxes	7	7	3.728
DFF	38	38	46.45
xor gates and xnor gates	6	6	2.567
buffers and inverters	26	79	5.012
## worst max-delay path: cells and delay by family, from the launching register on
kind                       cells  cell delay [ns]
DFF                            1             0.40
and+or+nand+nor                1             0.09
adders and majority gates      5             1.43
buffers and inverters          3             0.15
xor gates and xnor gates       3             0.46
AOI/OAI and AO/OA              1             0.19
## power by group
group	total (uW)	switching, uW	internal [uW]	leakage (uW)
registers	618	39.9	578	0.000455
logic	311	127	184	0.000702
clock network	546	179	367	0.0000714
total	1470	346	1130	0.00123
## per-stage QoR
step           setup TNS, ns  total power, uW
2_1_floorplan              0            771.9
3_5_place_dp               0            923.3
3_3_place_gp               0            920.2
4_1_cts                    0             1478
6_report                   0             1474
5_1_grt             -0.04709             1569
## routing by layer
layer | vias up | global-route usage, % | wire, um
met1 | 710 | 21.87 | 2218
met4 | 0 | 0.9245 | 12
met2 | 37 | 17.37 | 1664
met5 | - | 0 | 0
met3 | 2 | 2.789 | 169
li1 | 751 | - | -
## timing repair
action                                  in CTS  in global routing
hold buffers                                 0                  0
pin swaps                                    4                  8
setup buffers                                0                  2
resized                                      2                 14
endpoints found under the setup margin       1                  2
Power and IR drop assume default switching activity.
