==> /design/flow/design.v <==
module counter (
    clk,
    rst_n,
    load_n,
    up_down,
    ce,
    data_load,
    count_out,
    max_count,
    zero
);
  parameter WIDTH = 4;
  input clk;
  input rst_n;
  input load_n;
  input up_down;
  input ce;
  input [WIDTH-1:0] data_load;
  output reg [WIDTH-1:0] count_out;
  output max_count;
  output zero;
  always @(posedge clk) begin
    if (!rst_n) count_out <= 0;
    else if (!load_n) count_out <= data_load;
    else if (ce)
      if (up_down) count_out <= count_out + 1;
      else count_out <= count_out - 1;
  end
  assign max_count = (count_out == {WIDTH{1'b1}}) ? 1 : 0;
  assign zero = (count_out == 0) ? 1 : 0;
endmodule
==> /design/flow/run.sh <==
#!/bin/bash
# OpenROAD 26Q1-2900-gdf79404cd8, Yosys 0.63+post, stock flow scripts
make -C /OpenROAD-flow-scripts/flow DESIGN_CONFIG=/design/flow/config.mk WORK_HOME=/design/flow/orfs finish
==> /design/flow/config.mk <==
export PLATFORM = sky130hd
export DESIGN_NAME = counter
export DESIGN_NICKNAME = counter
export VERILOG_FILES = /design/flow/design.v
export SDC_FILE = /design/flow/constraint.sdc
export NUM_CORES = 4
export LEC_CHECK = 1
export CORE_AREA = 10 10 70 70
export DIE_AREA = 0 0 80 80
==> /design/flow/constraint.sdc <==
current_design counter

set clk_period 3.0
set clk_io_pct 0.2

create_clock -name clk0 -period $clk_period [get_ports {clk}]

set non_clock_inputs [all_inputs -no_clocks]
set_input_delay [expr $clk_period * $clk_io_pct] -clock clk0 $non_clock_inputs
set_output_delay [expr $clk_period * $clk_io_pct] -clock clk0 [all_outputs]
==> flow_summary.toml <==
# yosys + openroad results
[status]
status = "finished clean"

[final_layout]
largest_reg_flops = 4
area_delta_synth_final_pct = 65.9
post_route_cells_drive_above_1_share = 0.102
finish.utilization = 0.151
registers.top_by_ff_count = "count_out"
reg_top3 = "count_out: 4 flops"

[yosys]
top_area_cell = "dfxtp_1"
synth.avg_cell_area_um2 = 9.16
syn-cell-area_um2 = 312
yosys_register_bits = 4
async_flop_share = 0
synth.lib_cells_used.distinct = 21
top_area_frac = 0.257
post_synth_inst_count = 34
synth_warnings = 1
post_synth_most_frequent_cells = "a211oi_1 (4), dfxtp_1 (4), nor2_1 (3)"
synthFlopType = "dfxtp_1"
synth_sequential_area_ratio = 0.257
yosys-top-cells-area = "dfxtp_1 (26%), a211oi_1 (9.6%), ha_1 (8.0%), fa_1 (6.4%), mux2i_1 (6.4%)"
yosys-stat-area_um2 = 312
synth-cells-yosys = 34
enable_flop_cells = 0

[timing]
drv_slew = 0
fin_setup_tns_ns = 0
layout_worst_path_cycle_share = 0.660
skew_ns = 0.00156
rsz_0062_raised_after_global_routing = "false"
timing.final.crit_period_ns = 1.98
hold_viol_final = 0
setup_violations = 0
worst_pin_slew_ns = 0.321
hold-worst-slack_ns = 0.607
timing.max_slew.rel_slack = 0.785
achievable-frequency_mhz = 505

[worst_setup_path]
endpoint_kind = "output pin"
crit_arrival_ns = 1.38
start_kind = "flop"
worstPathRequired_ns = 2.40
critical_path_class = "flop to output pin"
worst-path-max-fanout = 6

[pwr]
power.leakage_nw = 0.188
powerDensity_nw_per_um2 = 367
report.power.total_w = 0.000190
max-vdd-ir-drop_mv = 0.100

[clocking]
cts.sinks = 4
tritoncts = "yes"
cts.reportedPaths.clkPinSlew_ns = 0.04
cts_htree_levels = 1
cts_buffers = 3
cts.path.max_buffers = 2
cts.repair.resized = 0
worst_skew_pair.late_latency_ns = 0.23
post-cts-setup-buffers = 0
cts_hold_buffers = 0
ctsRootBufferMaster = "clkbuf_4"

[grt]
grt_antenna_before_repair = 0
grt_pass1_wl_mm = 1.44
first_global_vias = 296
globalRoute.totalOverflow = 0
grt_max_degree = 11
grtUsageTotal = 0.0295

[routing]
drc = 0
detailed_routing_iterations_pass_1 = 2
drtAntennaViolNets = 0
met2WireLength_um = 454
met1_wire_length_um = 380
detail_route.iter0.violations = 8
detailroute.wirelength.met3_um = 78
route.vias.total = 299
avgRoutedWirePerCell_um = 9.66
top_layer_in_use = "met4"
route.final.wire_length_um = 918
vias_per_cell = 3.15
antenna_cells = 0

[placement]
globalplace.congestion = 0.741
io_buffer_count = 14
place_hpwl_um = 810

[die]
die_w_um = 80
die_area_um2 = 6400
die_height_um = 80
io_pins = 15
rows = 21
initCoreUtil = 0.0912
core_region_area_um2 = 3420

[flow_run]
maxCapViolations = 0
tool_warnings = 25

[min_path]
hold_path.class = "flop to flop"
[cell families (layout without fill, tap and decap cells)]
group	count (synthesis)	after routing	share of synthesized area
buffers and inverters	4	19	0.0723
flip-flops	4	4	0.257
AND-OR/OR-AND	7	7	0.161
adder cells (fa/ha/maj)	3	3	0.145
AND/OR/NAND/NOR	11	11	0.217
multiplexers	2	2	0.0643
XOR/XNOR	3	3	0.0844
[routing by layer]
layer | vias to the layer above | GRT usage
met1 | 133 | 0.0321
met2 | 8 | 0.0457
met5 | - | 0
li1 | 156 | -
met3 | 2 | 0.0227
met4 | 0 | 0.00352
[power by group]
part           total (W)  internal, W  switching, W
clock          0.0000661    0.0000447     0.0000214
combinational  0.0000570    0.0000371     0.0000199
sequential     0.0000664    0.0000588    0.00000766
total           0.000190     0.000141     0.0000490
[critical path, stage by stage (launching register included)]
cell,delay (ns)
dfxtp_1,0.35
nor4_1,0.28
clkdlybuf4s50_1,0.52
[through the flow]
| stage | setup WS, ns | cells | instance area [um^2] |
|---|---|---|---|
| final | 1.02 | 95 | 517 |
| after floorplan | 1.38 | 34 | 312 |
| after CTS | 1.00 | 95 | 517 |
| after global routing | 0.924 | 95 | 517 |
| after global placement | 0.800 | 92 | 494 |
| after detailed placement | 0.785 | 92 | 494 |
[cell type report]
type	instances	area, um^2
Fill cell	399	2900
Tap cell	46	57.6
Clock buffer	3	22.5
Multi-Input combinational cell	26	209
Timing Repair Buffer	14	140
Sequential cell	4	80.1
Inverter	2	7.51
[worst paths after layout]
path,start,to,slack (ns),depth (start not counted)
worst min register to register,count_out[2]$_SDFFE_PN0P_,count_out[2]$_SDFFE_PN0P_,0.61,2
worst min-delay path,count_out[2]$_SDFFE_PN0P_,count_out[2]$_SDFFE_PN0P_,0.61,2
worst max-delay path,count_out[1]$_SDFFE_PN0P_,zero,1.02,2
worst max register to register,count_out[2]$_SDFFE_PN0P_,count_out[3]$_SDFFE_PN0P_,1.65,4
[cells in the final DEF (no fill, tap or decap)]
cell type         n
clkdlybuf4s50_1  14
a211oi_1          4
dfxtp_1           4
nor2_1            3
clkbuf_4          3
inv_1             2
nand3_1           2
xnor2_1           2
mux2i_1           2
ha_1              2
and4_1            1
nor4_1            1
a21oi_1           1
and4_4            1
or2b_2            1
a311o_1           1
xor2_1            1
nand2_1           1
nand3b_1          1
o21ai_0           1
fa_1              1
